## flow/design.v

```verilog
module FinalB58
	(
		CLOCK_50,						 
        KEY,
        SW,
		VGA_CLK,   						 
		VGA_HS,							 
		VGA_VS,							 
		VGA_BLANK_N,						 
		VGA_SYNC_N,						 
		VGA_R,   						 
		VGA_G,	 						 
		VGA_B,   						 
		LEDR,
		LEDG
	);
	input			CLOCK_50;				 
	input   [17:0]   SW;
	input   [3:0]   KEY;
	output			VGA_CLK;   				 
	output			VGA_HS;					 
	output			VGA_VS;					 
	output			VGA_BLANK_N;				 
	output			VGA_SYNC_N;				 
	output	[9:0]	VGA_R;   				 
	output	[9:0]	VGA_G;	 				 
	output	[9:0]	VGA_B;   				 
	output [17:0] LEDR;
	output [7:0] LEDG;
	wire resetn;
	assign resetn = KEY[0];
	wire [2:0] colour;
	wire [7:0] x;
	wire [6:0] y;
	wire writeEn; 
	wire card1, card2;
    wire [17:0] tc1;
	wire [17:0] tc2;
	 wire [1:0] player;
	 wire [1:0] splayer;
	 datapath d0(.clk(CLOCK_50),
    .resetn(KEY[0]),
    .TEMP_match(SW[17:0]),
    .card1(card1), 
	.card2(card2),
	.cc1(tc1),
	.cc2(tc2),
	.ply(splayer),
    .output_X(x),
	.output_Y(y),
	.match_the_card(writeEn),
	.card_chosen_1(tc1),
	.card_chosen_2(tc2),
	.data_result_colour(colour),
	.LEDS(LEDR[9:0]),
	.is_correct(splayer)
	);
	assign LEDG[1:0] = splayer;
     FSM c0(.clk(CLOCK_50),
    .resetn(KEY[0]),
    .go(~KEY[3]),  
	 .matching(1'b1),
	.match_the_cards(writeEn),
   .card1(card1), 
	.card2(card2)
	);
   wire can_move;
   reg out;
endmodule
module FSM_Players(
    input clk,
    input resetn,
    input go,
	input writeEn,
    output reg [1:0] player
    );
    reg [6:0] current_state, next_state; 
    localparam  Player1        = 4'd0,
                Player2        = 4'd1;
    always@(negedge go)  
    begin: state_table
            case (current_state)
                Player1: next_state = go && writeEn ? Player1 : Player2;  
                Player2: next_state = go && writeEn ? Player2 : Player1;  
                default:     next_state = Player1;
        endcase
    end  
    always @(*)
    begin: enable_signals
	player = 2'b00;
        case (current_state)
            Player1: begin
                player = 2'b01;
                end
            Player2: begin
                player = 2'b10;
                end
        endcase
    end  
    always@(posedge clk)
    begin: state_FFs	   
        if(!resetn)
            current_state <= Player1;
        else
            current_state <= next_state;
    end  
endmodule
module FSM(
    input clk,
    input resetn,
    input go,
    input matching,  
    output reg match_the_cards,
    output reg  card1, card2
    );
    reg [6:0] current_state, next_state; 
    localparam  choose_card1        = 4'd0,
                choose_card1_wait   = 4'd1,
                choose_card2        = 4'd2,
					 choose_card2_wait   = 4'd3,
                check_match 	    	= 4'd4,
					 check_match_wait    = 4'd5;
    always@(*)
    begin: state_table
            case (current_state)
                choose_card1: next_state = go ? choose_card1_wait : choose_card1;  
                choose_card1_wait: next_state = go ? choose_card1_wait : choose_card2;  
                choose_card2: next_state = go ? choose_card2_wait : choose_card2;  
                choose_card2_wait: next_state = go ? choose_card2_wait : check_match;  
                check_match: next_state = go ? check_match_wait : check_match;  
					 check_match_wait: next_state = go ? check_match_wait : choose_card1;  
                default:     next_state = choose_card1;
        endcase
    end  
    always @(*)
    begin: enable_signals
        card1 = 1'b0;
        card2 = 1'b0;
        match_the_cards = 1'b0;
        case (current_state)
            choose_card1: begin
                card1 = 1'b1;
                end
	        choose_card1_wait: begin
                card1 = 1'b1;  
                end
            choose_card2: begin
                card2 = 1'b1;
                end
			choose_card2_wait: begin
                card2 = 1'b1;  
                end
            check_match: begin
                match_the_cards = 1'b1;
                end
			check_match_wait : begin
				match_the_cards = 1'b1; 
				end
        endcase
    end  
    always@(posedge clk)
    begin: state_FFs
        if(!resetn)
            current_state <= choose_card1;
        else
            current_state <= next_state;
    end  
endmodule
module datapath(
    input clk,
    input resetn,
    input [17:0] TEMP_match,
    input card1, card2, 
	 input [17:0] cc1, 
	 input [17:0] cc2,
	 input [1:0] ply,
	 input match_the_card,
	 output [9:0] LEDS,
    output [7:0] output_X, 
	output [6:0] output_Y,
	output [17:0] card_chosen_1,
	output [17:0] card_chosen_2,
	output reg [2:0] data_result_colour,
	output reg [1:0] is_correct
    );
    reg [5:0] otp = 6'b000000;
	 reg [17:0] c1;
	 reg [17:0] c2;
	 reg mat;
	 always@(posedge clk)
	 begin
		if (!resetn)
		begin
			otp <= 6'b000000;
		end
		else
		begin
			if (match_the_card)
			begin
				otp <= 6'b111111;
				if ((cc1[17] == 1'b1) && (cc2[10] == 1'b1)|| 
					 (cc1[16] == 1'b1) && (cc2[0] == 1'b1)|| 
					 (cc1[15] == 1'b1) && (cc2[4] == 1'b1)|| 
					 (cc1[14] == 1'b1) && (cc2[3] == 1'b1)|| 
					 (cc1[13] == 1'b1) && (cc2[2] == 1'b1)|| 
					 (cc1[12] == 1'b1) && (cc2[11] == 1'b1)|| 
					 (cc1[9] == 1'b1) && (cc2[7] == 1'b1)|| 
					 (cc1[8] == 1'b1) && (cc2[5] == 1'b1)|| 
					 (cc1[6] == 1'b1) && (cc2[1] == 1'b1))
				begin
					mat <= 1'b1;
					is_correct <= ply;
				end
				else
				begin
					otp <= 6'b100001;
					mat <= 1'b0;
					is_correct <= ~ply;
					c2 <= 18'b100000000000000000;
					c1 <= 18'b000000010000000000;
				end
			end
			else if (card1)
			begin
				otp <= 6'b000001;
				c1 <= TEMP_match;
			end
			else if (card2)
			begin
				otp <= 6'b10000;
				c2 <= TEMP_match;
			end
		end
	end
	assign LEDS[5:0] = otp;
	assign LEDS[9] = mat;
	assign card_chosen_1 = c1;
	assign card_chosen_2 = c2;
endmodule
```

## flow/run.sh

```bash
#!/bin/bash
# OpenROAD 26Q1-2900-gdf79404cd8, Yosys 0.63+post, stock flow scripts
make -C /OpenROAD-flow-scripts/flow DESIGN_CONFIG=/design/flow/config.mk WORK_HOME=/design/flow/orfs finish
```

## flow/config.mk

```make
export PLATFORM = sky130hd
export DESIGN_NAME = FinalB58
export DESIGN_NICKNAME = FinalB58
export VERILOG_FILES = /design/flow/design.v
export SDC_FILE = /design/flow/constraint.sdc
export NUM_CORES = 4
export LEC_CHECK = 1
export CORE_UTILIZATION = 30
```

## flow/constraint.sdc

```tcl
current_design FinalB58

set clk_period 3.3
set clk_io_pct 0.2

create_clock -name clk0 -period $clk_period [get_ports {CLOCK_50}]

set non_clock_inputs [all_inputs -no_clocks]
set_input_delay [expr $clk_period * $clk_io_pct] -clock clk0 $non_clock_inputs
set_output_delay [expr $clk_period * $clk_io_pct] -clock clk0 [all_outputs]
```

==> flow_summary_export.csv <==
group,metric,value,unit
global_routing,grt_max_degree,20,
sta,fin_crit_sh,72.0,%
sta,worst_pin_slew,823,ps
floorplanning,ios,84,
clocking,clock_latency,270,ps
logic_synthesis,synth.avg_cell_area,10.6,sq um
sta,fmax,421,MHz
layout,area_growth,15.0,%
placed_design,gp_congestion,0.830,
logic_synthesis,yosys.cell_types.count,24,
placed_design,hpwl,1.65,mm
critical_path,critPathMaxStageDelay,600,ps
sta,slew_headroom,44.8,%
floorplanning,die_h,75.6,microns
clocking,cts_setup_buffers,0,
critical_path,path_class,"in2reg",
clocking,cts_made_buffers,5,
sta,finClkSkew,8.47,ps
critical_path,crit_family,"buffers and inverters",
floorplanning,coreArea,5170,sq um
global_routing,gr-total-overflow,0,
logic_synthesis,netlist_area,1620,sq um
clocking,root_buffer,"clkbuf_8",
logic_synthesis,yosysWarnings,54,
clocking,cts.sinks,31,
floorplanning,rows,26,
pwr,vdd_drop_max,0.142,mV
floorplanning,dieArea,5710,sq um
sta,slew_violations,0,
critical_path,path_buffers,2,
pwr,power.density,409,nW/um^2
outcome,status,"completed",
layout,mostFrequentLayoutCell,"conb_1",
logic_synthesis,postSynthSeqShare,51.2,%
worst_hold_path,hold_path.class,"reg2reg",
critical_path,worst_setup_path_end_kind,"flip-flop",
routing,drt_pass1_iterations,4,
critical_path,critPathArrivalTime,2270,ps
global_routing,grt_pass1_vias,758,
critical_path,reg2reg_from,"d0.c1[9]",
sta,fin_crit,2380,ps
clocking,clk_pin_slew,60,ps
critical_path,slowest_stage,"clkdlybuf4s50_1",
clocking,cts_max_level,2,
sta,finalHoldViolCount,0,
logic_synthesis,netlist_instances,153,
placed_design,dp_worst_setup_slack,628,ps
placed_design,placed_cell_area,1790,sq um
critical_path,critPathMaxFanout,9,
pwr,p_leak,0.739,nW
worst_hold_path,holdCritStartpoint,"d0.otp[0]",
layout,final_area,1870,sq um
logic_synthesis,ys_area,1620,sq um
layout,final_cell_mix,"conb_1, clkdlybuf4s50_1, edfxtp_1",
sta,rsz0062_at_grt,"false",
floorplanning,die_width,75.6,microns
layout,drive_above_1_share,4.30,%
global_routing,grt_pass1_wl,3.33,mm
routing,ant_nets,0,
critical_path,startpoint,"KEY[0]",
critical_path,required,3190,ps
routing,wirelength,2.16,mm
sta,tns,0,ps
routing,drtIter0Drc,44,
placed_design,port_buffers,29,
routing,wl_per_cell,8.44,microns
logic_synthesis,yosys-stat-cells,153,
clocking,cts_tree,"done",
routing,num_antenna_cells,0,
logic_synthesis,synth.top_cells.by_area,"edfxtp_1, buf_4, dfxtp_1",
clocking,ctsHoldBuffers,0,
logic_synthesis,netlist.area_leader.share,38.9,%
floorplanning,initCoreUtil,31.4,%
sta,layout_setup_ws,925,ps
clocking,cts_resized,0,
logic_synthesis,yosys.area.top_type,"edfxtp_1",
routing,drc,0,
routing,avgViaCountPerCell,3.70,
run,tool_warnings,27,
critical_path,setup.worst_path.start_class,"input pin",
critical_path,path_cells,"clkdlybuf4s50_1 -> inv_1 -> or3_1 -> o21ai_1",
logic_synthesis,ys.flops,31,
clocking,cts_buffer_depth,2,
run,max_cap_violations,0,
global_routing,grt_util_all_layers,8.18,%
global_routing,antenna_found_initial,0,
routing,vias,948,
sta,setup_viol,0,
cells by family (layout without fill, tap and decap cells):
family | Yosys count | in the layout | synth area share [%]
AOI/OAI and AO/OA | 13 | 13 | 5.24
and+or+nand+nor | 48 | 48 | 16.7
buffers and inverters | 60 | 42 | 26.6
other | 1 | 52 | 0.231
DFF | 31 | 31 | 51.2
per-layer routing:
metal  global-route usage [%]  vias to the layer above  routed length [microns]
met5                        0                        -                        0
met4                     1.44                        0                       46
met3                     3.62                        4                      228
met2                     13.3                       59                     1010
met1                     10.5                      416                      876
li1                         -                      469                        -
area by class of cell:
class	instances	area (sq um)
clock buffers	8	80.1
fillers	511	3310
inverters	3	11.3
multi-input cells	113	552
flip-flops and latches	31	831
well taps	70	87.6
repair buffers	31	305
flip-flops by register name, indices dropped and copies added (netlist names):
name	cells
d0.c1	9
d0.c2	9
c0.current_state	6
d0.otp	4
d0.is_correct	2
d0.mat	1
worst register-to-register path, cell delays in order (launching register included):
cell,delay [ps]
edfxtp_1,360
a222oi_1,650
nand3b_1,140
o21ai_1,680
through the flow:
stage / util (%) / std cells / total power [mW] / hold slack, ps
after floorplan: - / 204 / 0.511 / 422
after global placement: 34.5 / 248 / 0.504 / 454
after detailed placement: 34.5 / 248 / 0.503 / 458
after CTS: 36.1 / 256 / 0.775 / 466
after global routing: 36.1 / 256 / 0.803 / 474
final: 36.1 / 256 / 0.764 / 459
Yosys cell counts (all sizes together):
cell type	count
and3	1
a311oi	2
buf	55
inv	3
a22oi	3
nand2	6
nor3	1
clkbuf	2
dfxtp	10
a222oi	1
and2	18
nor2	11
nor4	1
nand3	3
nor3b	1
nand3b	2
or3	2
a21oi	4
edfxtp	21
or2	1
nand2b	1
o21ai	3
conb	1
path summary, 6_finish.rpt:
check / slack [ps] / cells past startpoint / to
min: 460 / 2 / d0.otp[0]
min reg2reg: 460 / 2 / d0.otp[0]
max reg2reg: 1100 / 3 / d0.c1[8]
max: 920 / 4 / d0.c1[8]
power breakdown:
| part | leakage [nW] | switching [mW] | internal (mW) |
|---|---|---|---|
| sequential | 0.276 | 0.00564 | 0.429 |
| clock | 0.0395 | 0.121 | 0.149 |
| combinational | 0.424 | 0.0226 | 0.0362 |
| total | 0.739 | 0.150 | 0.615 |
No activity file was given, so power comes from the tool's default toggle rates.
